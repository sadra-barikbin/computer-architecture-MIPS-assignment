<file path="config.mk">
export PLATFORM = sky130hd
export DESIGN_NAME = MEM_Stage
export DESIGN_NICKNAME = MEM_Stage
export VERILOG_FILES = /design/flow/design.v
export SDC_FILE = /design/flow/constraint.sdc
export NUM_CORES = 4
export LEC_CHECK = 1
export CORE_UTILIZATION = 40
</file>
<file path="design.v">
module MEM_Stage (
	input clk, rst,mem_r_en_in, mem_w_en_in,
	input [31:0] alu_result_in, st_val,
	output [31:0] mem_read_value
);
reg[31:0] ram[63:0];
integer i;
wire[31:0] index=(alu_result_in[8:0])>>2;
assign mem_read_value=ram[index];
  always@(posedge clk,posedge rst) begin
    if(rst) begin
      for(i=0;i<64;i=i+1)begin
        ram[i]=i;
      end
    end
    else begin
      if(mem_w_en_in)
        ram[index] <= st_val;
    end
  end
endmodule
</file>
<file path="run.sh">
#!/bin/bash
# OpenROAD 26Q1-2900-gdf79404cd8, Yosys 0.63+post, stock flow scripts
make -C /OpenROAD-flow-scripts/flow DESIGN_CONFIG=/design/flow/config.mk WORK_HOME=/design/flow/orfs finish
</file>
<file path="constraint.sdc">
current_design MEM_Stage

set clk_period 5.7
set clk_io_pct 0.2

create_clock -name clk0 -period $clk_period [get_ports {clk}]

set non_clock_inputs [all_inputs -no_clocks]
set_input_delay [expr $clk_period * $clk_io_pct] -clock clk0 $non_clock_inputs
set_output_delay [expr $clk_period * $clk_io_pct] -clock clk0 [all_outputs]
</file>
==> metrics.cfg <==
[outcome]
status = finished, violations left
violations = setup timing

[run]
log.warning_count = 82
timing.max_cap.violations = 0

[die]
design.core.area_um2 = 222000
die_width_um = 475
floorplan.die.height_um = 475
rows = 173
num_io_pins = 100
fp_util_pct = 40.2
dieArea_um2 = 225000

[place]
placedInstanceArea_um2 = 98000
dpl.hpwl_um = 222000
portBuffers = 72
preCtsSetupSlack_ns = -0.501
place_congestion = 0.974

[timing]
fmax_mhz = 174
timing.final.crit_share_pct = 101
holdWs_ns = 0.482
grt_setup_unrepaired = true
worst_clock_skew_ns = 0
hold_viol = 0
worst-slew-pin-transition_ns = 1.11
final_worst_setup_slack_ns = -0.0316
finalSetupViolCount = 1
final.min_clock_period_ns = 5.73
max-slew-margin-rel_pct = 25.8
drv_slew = 0

[cts]
cts_tree = yes
cts-hold-fix-buffers = 0
cts_made_buffers = 213
cts.path.max_buffers = 3
cts_htree_levels = 4
worstSkewPairLatency_ns = 0.83
clkSlewWorstSetupHoldPaths_ns = 0.06
cts.sinks = 2048
root_cell_of_the_clock_tree = sky130_fd_sc_hd__clkbuf_16

[logic_synthesis]
muxShareOfSynthArea_pct = 26.2
count_of_cell_types_in_the_netlist = 62
ys_seq_share_pct = 57.6
synth.cell_area_um2 = 89400
aoi_share_pct = 8.58
synthArstFlopShare_pct = 100
ys.warnings.count = 2
synth_cells = 6566
enable_flop_cells = 0
netlist_logic_family_top = multiplexers
post_synth_xor_area_fraction_pct = 0
synthesis.area_per_instance_um2 = 13.6
synth-simple-area-share_pct = 4.55
yosys.stat.chipArea_um2 = 89400
ys_cells = 6566
yosys.area_share.adder_pct = 0
synth-seq-cells = 2048
synth_top_flop_cell = sky130_fd_sc_hd__dfrtp_1

[finish]
multi_input_comb_area_um2 = 36100
max_ffs_per_register = 2048
synthToLayoutAreaGrowth_pct = 18.3
largest-register = ram
lay_top_cells = 1923 x sky130_fd_sc_hd__mux2_2, 1856 x sky130_fd_sc_hd__dfrtp_1, 820 x sky130_fd_sc_hd__a22oi_1, 419 x sky130_fd_sc_hd__buf_4, 216 x sky130_fd_sc_hd__clkbuf_16
layout.area.seq_um2 = 51500
nFillCells = 18967
layout.cells.most_common = sky130_fd_sc_hd__mux2_2
final_layout_size_suffix_gt1_share_pct = 46.8
design_area_um2 = 106000
reg_top3 = ram (2048)

[grt]
maximum_number_of_pins_on_one_net_before_global_route_repair = 131
globalRouteTotalUtil_pct = 32.7
grt.overflow.total = 0
wire_length_of_the_first_global_routing_pass_um = 488000
antenna_found_initial = 19
via_count_of_the_first_global_routing_pass = 62187

[drt]
vias_per_cell = 6.20
detail_route.drc_violations = 0
top_layer = met5
starting_drt_drc_count = 5195
detailroute.via_count = 61661
detailroute.wirelength.met2_um = 148000
detail_route.wirelength_um = 348000
post_drt_wl_per_cell_um = 35.0
detailroute.wirelength.met3_um = 48500
drtPass1Iterations = 6
m1WireLength_um = 130000
antenna_violating_nets_post_route = 0

[critical_path]
critPathRequiredTime_ns = 4.56
worst-endpoint-arrival_ns = 4.59
timing.critical_path.fanout_max = 25
start_kind = input pin
rrSetupSlack_ns = 4.87
end_kind = output port
setup.worst_path.class = in2out

[power]
power_uw = 34900
total_leakage_power_uw = 0.0493
max-vdd-ir-drop_v = 0.000326
power.density_nw_per_um2 = 330

[worst_hold_path]
holdCritPathClass = reg2reg

==> kinds of logic (layout without fill, tap and decap cells) <==
group                  after synthesis  in the layout
multiplexers                      2079           2079
AND/OR/NAND/NOR                    740            740
AND-OR/OR-AND                     1023           1023
other                                0             16
flip-flops                        2048           2048
buffers and inverters              676           1064
==> worst paths after layout <==
kind,startpoint,to,cells after the start
setup / recovery,alu_result_in[3],mem_read_value[18],12
hold / removal,ram[18][25],ram[18][25],1
setup reg to reg,ram[17][18],ram[17][18],1
hold reg to reg,ram[18][25],ram[18][25],1
max in group asynchronous,rst,ram[11][16],4
min in group asynchronous,rst,ram[46][25],3
==> cell usage after synthesis, drive strengths merged (33+ instances only) <==
cell | n | share of area [%]
nand4 | 149 | 1.1
nor2 | 122 | 0.54
a22o | 43 | 0.42
a22oi | 821 | 6.9
dfrtp | 1856 | 52
a21oi | 42 | 0.24
nor4 | 48 | 0.35
a2111oi | 46 | 0.45
nand3 | 62 | 0.35
clkbuf | 378 | 1.6
buf | 296 | 1.5
nor3 | 33 | 0.19
mux2 | 2047 | 26
nand2 | 135 | 0.57
dfstp | 192 | 5.6
and3 | 130 | 0.91
==> metrics by stage <==
stage	utilization (%)	TNS [ns]	instances
2_1_floorplan	-	-	6566
3_3_place_gp	44.1	-3.22	9519
3_5_place_dp	44.1	-3.08	9519
4_1_cts	47.4	0	9915
5_1_grt	47.6	-0.00323	9934
6_report	47.6	-0.0316	9945
==> worst max-delay path, stage by stage <==
cell	delay [ns]
sky130_fd_sc_hd__clkdlybuf4s50_1	0.45
sky130_fd_sc_hd__buf_12	0.18
sky130_fd_sc_hd__nor4bb_4	0.21
sky130_fd_sc_hd__buf_12	0.21
sky130_fd_sc_hd__and2_4	0.26
sky130_fd_sc_hd__buf_4	0.20
sky130_fd_sc_hd__a22oi_1	0.26
sky130_fd_sc_hd__nand4_1	0.17
sky130_fd_sc_hd__nor4_1	0.64
sky130_fd_sc_hd__a21oi_2	0.19
sky130_fd_sc_hd__buf_4	0.18
sky130_fd_sc_hd__clkdlybuf4s50_1	0.43
==> power by group <==
group          internal [µW]  leakage (µW)  total, µW  switching [µW]
combinational           1780        0.0191       3310            1540
sequential             16600        0.0267      17500             917
clock                   8060       0.00349      14100            6020
==> per-layer routing <==
metal	GRT usage [%]	up-vias
met5	1.95	-
li1	-	25035
met3	18.1	897
met1	43.1	32672
met4	14.7	30
met2	44.8	3027
==> repair_timing <==
item / 4_1_cts / 5_1_grt
resized: 22 / 37
endpoints found under the setup margin: 15 / 23
setup buffers: 2 / 11
gates cloned: 0 / 3
pin swaps: 1 / 5
==> area by class of cell <==
cell class / instances / area share, %
flip-flops and latches: 2048 / 48.7
multi-input cells: 3842 / 34.1
repair buffers: 668 / 6.82
clock buffers: 342 / 6.09
well taps: 2975 / 3.52
clock inverters: 52 / 0.644
diodes: 16 / 0.0379
inverters: 2 / 0.0107
Power is estimated from default activity; no workload was simulated.
