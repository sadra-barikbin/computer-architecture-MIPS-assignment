==> design/flow/design.v <==
module IF_Stage(
	input clk,
	input rst, 
	input Br_taken,
	input [31:0] Br_addr,
	output [31:0] PCp4, instruction,
	input freeze
);
	reg [31:0] pc;
	wire [31:0] next_offset, next_pc, Instruction;
	assign next_pc=(Br_taken==0)?(PCp4):(Br_addr);
	Instruction_memory I_M(.clk(clk),
									.rst(rst),
									.address(pc),
									.data_out(Instruction));
	always@(posedge clk,posedge rst) begin
		if (rst) pc <= 0;
		else begin
			pc <= (freeze) ? pc : next_pc;
		end
	end
	assign PCp4 = pc+32'd4;
	assign instruction = Instruction;
endmodule
module Instruction_memory(
	input clk, rst,
	input [31:0] address,
	output [31:0] data_out
);
	reg [7:0] inst_mem [1023:0];
	assign data_out = {inst_mem[address + 3], inst_mem[address + 2], inst_mem[address + 1], inst_mem[address]};
	always@(posedge rst)begin
		{inst_mem[3], inst_mem[2], inst_mem[1], inst_mem[0]}= 32'b100000_00000_00001_00000_11000001010; 
{inst_mem[7], inst_mem[6], inst_mem[5], inst_mem[4]}= 32'b000001_00000_00001_00010_00000000000; 
{inst_mem[11], inst_mem[10], inst_mem[9], inst_mem[8]}= 32'b000011_00000_00001_00011_00000000000; 
{inst_mem[15], inst_mem[14], inst_mem[13], inst_mem[12]}= 32'b000101_00010_00011_00100_00000000000; 
{inst_mem[19], inst_mem[18], inst_mem[17], inst_mem[16]}= 32'b100001_00011_00101_00000_01000110100; 
{inst_mem[23], inst_mem[22], inst_mem[21], inst_mem[20]}= 32'b000110_00011_00100_00101_00000000000; 
{inst_mem[27], inst_mem[26], inst_mem[25], inst_mem[24]}= 32'b000111_00101_00000_00110_00000000000; 
{inst_mem[31], inst_mem[30], inst_mem[29], inst_mem[28]}= 32'b000111_00100_00000_01011_00000000000; 
{inst_mem[35], inst_mem[34], inst_mem[33], inst_mem[32]}= 32'b000011_00101_00101_00101_00000000000; 
{inst_mem[39], inst_mem[38], inst_mem[37], inst_mem[36]}= 32'b100000_00000_00001_00000_10000000000; 
{inst_mem[43], inst_mem[42], inst_mem[41], inst_mem[40]}= 32'b100101_00001_00010_00000_00000000000; 
{inst_mem[47], inst_mem[46], inst_mem[45], inst_mem[44]}= 32'b100100_00001_00101_00000_00000000000; 
{inst_mem[51], inst_mem[50], inst_mem[49], inst_mem[48]}= 32'b101000_01001_00000_00000_00000000001; 
{inst_mem[55], inst_mem[54], inst_mem[53], inst_mem[52]}= 32'b001000_00101_00001_00111_00000000000; 
{inst_mem[59], inst_mem[58], inst_mem[57], inst_mem[56]}= 32'b001000_00101_00001_00000_00000000000; 
{inst_mem[63], inst_mem[62], inst_mem[61], inst_mem[60]}= 32'b001001_00011_01011_00111_00000000000; 
{inst_mem[67], inst_mem[66], inst_mem[65], inst_mem[64]}= 32'b001010_00011_01011_01000_00000000000; 
{inst_mem[71], inst_mem[70], inst_mem[69], inst_mem[68]}= 32'b001011_00011_00100_01001_00000000000; 
{inst_mem[75], inst_mem[74], inst_mem[73], inst_mem[72]}= 32'b001100_00011_00100_01010_00000000000; 
{inst_mem[79], inst_mem[78], inst_mem[77], inst_mem[76]}= 32'b100101_00001_00011_00000_00000000100; 
{inst_mem[83], inst_mem[82], inst_mem[81], inst_mem[80]}= 32'b100101_00001_00100_00000_00000001000; 
{inst_mem[87], inst_mem[86], inst_mem[85], inst_mem[84]}= 32'b100101_00001_00101_00000_00000001100; 
{inst_mem[91], inst_mem[90], inst_mem[89], inst_mem[88]}= 32'b100101_00001_00110_00000_00000010000; 
{inst_mem[95], inst_mem[94], inst_mem[93], inst_mem[92]}= 32'b100100_00001_01011_00000_00000000100; 
{inst_mem[99], inst_mem[98], inst_mem[97], inst_mem[96]}= 32'b100101_00001_00111_00000_00000010100; 
{inst_mem[103], inst_mem[102], inst_mem[101], inst_mem[100]}= 32'b100101_00001_01000_00000_00000011000; 
{inst_mem[107], inst_mem[106], inst_mem[105], inst_mem[104]}= 32'b100101_00001_01001_00000_00000011100; 
{inst_mem[111], inst_mem[110], inst_mem[109], inst_mem[108]}= 32'b100101_00001_01010_00000_00000100000; 
{inst_mem[115], inst_mem[114], inst_mem[113], inst_mem[112]}= 32'b100101_00001_01011_00000_00000100100; 
{inst_mem[119], inst_mem[118], inst_mem[117], inst_mem[116]}= 32'b100000_00000_00001_00000_00000000011; 
{inst_mem[123], inst_mem[122], inst_mem[121], inst_mem[120]}= 32'b100000_00000_00100_00000_10000000000; 
{inst_mem[127], inst_mem[126], inst_mem[125], inst_mem[124]}= 32'b100000_00000_00010_00000_00000000000; 
{inst_mem[131], inst_mem[130], inst_mem[129], inst_mem[128]}= 32'b100000_00000_00011_00000_00000000001; 
{inst_mem[135], inst_mem[134], inst_mem[133], inst_mem[132]}= 32'b100000_00000_01001_00000_00000000010; 
{inst_mem[139], inst_mem[138], inst_mem[137], inst_mem[136]}= 32'b001010_00011_01001_01000_00000000000; 
{inst_mem[143], inst_mem[142], inst_mem[141], inst_mem[140]}= 32'b000001_00100_01000_01000_00000000000; 
{inst_mem[147], inst_mem[146], inst_mem[145], inst_mem[144]}= 32'b100100_01000_00101_00000_00000000000; 
{inst_mem[151], inst_mem[150], inst_mem[149], inst_mem[148]}= 32'b100100_01000_00110_11111_11111111100; 
{inst_mem[155], inst_mem[154], inst_mem[153], inst_mem[152]}= 32'b000011_00101_00110_01001_00000000000; 
{inst_mem[159], inst_mem[158], inst_mem[157], inst_mem[156]}= 32'b100000_00000_01010_10000_00000000000; 
{inst_mem[163], inst_mem[162], inst_mem[161], inst_mem[160]}= 32'b100000_00000_01011_00000_00000010000; 
{inst_mem[167], inst_mem[166], inst_mem[165], inst_mem[164]}= 32'b001010_01010_01011_01010_00000000000; 
{inst_mem[171], inst_mem[170], inst_mem[169], inst_mem[168]}= 32'b000101_01001_01010_01001_00000000000; 
{inst_mem[175], inst_mem[174], inst_mem[173], inst_mem[172]}= 32'b101000_01001_00000_00000_00000000010; 
{inst_mem[179], inst_mem[178], inst_mem[177], inst_mem[176]}= 32'b100101_01000_00101_11111_11111111100; 
{inst_mem[183], inst_mem[182], inst_mem[181], inst_mem[180]}= 32'b100101_01000_00110_00000_00000000000; 
{inst_mem[187], inst_mem[186], inst_mem[185], inst_mem[184]}= 32'b100000_00011_00011_00000_00000000001; 
{inst_mem[191], inst_mem[190], inst_mem[189], inst_mem[188]}= 32'b101001_00001_00011_11111_11111110001; 
{inst_mem[195], inst_mem[194], inst_mem[193], inst_mem[192]}= 32'b100000_00010_00010_00000_00000000001; 
{inst_mem[199], inst_mem[198], inst_mem[197], inst_mem[196]}= 32'b101001_00001_00010_11111_11111101110; 
{inst_mem[203], inst_mem[202], inst_mem[201], inst_mem[200]}= 32'b100000_00000_00001_00000_10000000000; 
{inst_mem[207], inst_mem[206], inst_mem[205], inst_mem[204]}= 32'b100100_00001_00010_00000_00000000000; 
{inst_mem[211], inst_mem[210], inst_mem[209], inst_mem[208]}= 32'b100100_00001_00011_00000_00000000100; 
{inst_mem[215], inst_mem[214], inst_mem[213], inst_mem[212]}= 32'b100100_00001_00100_00000_00000001000; 
{inst_mem[219], inst_mem[218], inst_mem[217], inst_mem[216]}= 32'b100100_00001_00101_00000_00000001100; 
{inst_mem[223], inst_mem[222], inst_mem[221], inst_mem[220]}= 32'b100100_00001_00110_00000_00000010000; 
{inst_mem[227], inst_mem[226], inst_mem[225], inst_mem[224]}= 32'b100100_00001_00111_00000_00000010100; 
{inst_mem[231], inst_mem[230], inst_mem[229], inst_mem[228]}= 32'b100100_00001_01000_00000_00000011000; 
{inst_mem[235], inst_mem[234], inst_mem[233], inst_mem[232]}= 32'b100100_00001_01001_00000_00000011100; 
{inst_mem[239], inst_mem[238], inst_mem[237], inst_mem[236]}= 32'b100100_00001_01010_00000_00000100000; 
{inst_mem[243], inst_mem[242], inst_mem[241], inst_mem[240]}= 32'b100100_00001_01011_00000_00000100100; 
{inst_mem[247], inst_mem[246], inst_mem[245], inst_mem[244]}= 32'b101010_00000_00000_11111_11111111111; 
end
endmodule
==> design/flow/run.sh <==
#!/bin/bash
# OpenROAD 26Q1-2900-gdf79404cd8, Yosys 0.63+post, stock flow scripts
make -C /OpenROAD-flow-scripts/flow DESIGN_CONFIG=/design/flow/config.mk WORK_HOME=/design/flow/orfs finish
==> design/flow/config.mk <==
export PLATFORM = sky130hd
export DESIGN_NAME = IF_Stage
export DESIGN_NICKNAME = IF_Stage
export VERILOG_FILES = /design/flow/design.v
export SDC_FILE = /design/flow/constraint.sdc
export NUM_CORES = 4
export LEC_CHECK = 1
export CORE_UTILIZATION = 50
==> design/flow/constraint.sdc <==
current_design IF_Stage

set clk_period 8.9
set clk_io_pct 0.2

create_clock -name clk0 -period $clk_period [get_ports {clk}]
create_clock -name clk1 -period $clk_period [get_ports {rst}]

set non_clock_inputs [all_inputs -no_clocks]
set_input_delay [expr $clk_period * $clk_io_pct] -clock clk0 $non_clock_inputs
set_output_delay [expr $clk_period * $clk_io_pct] -clock clk0 [all_outputs]
==> Changelog: implementation <==
## Implementation

- Leak: around 4.4 nW
- Core Region: 23,400 µm²
- Hold Crit Class: flop to flop
- Initial antenna violation count: 2
- Final Core Density: 57.2%
- Fp util: 50.8%
- Syn_area_per_cell: 6.13 µm²
- Main synth FF type: dfrtp_1
- RSZ-0062 raised after global routing: no
- GR Overflow Total: 0
- Post-cts sizing count: 0
- Synth cell types: 100
- Die span in x: 156 µm
- Biggest regs: pc (32)
- DR pass1 iterations: 22
- Yosys stat area: around 12,000 µm²
- Hold buffers post-CTS: 0
- FF-to-FF setup slack: 5.11 ns
- Number of enable flip-flop cells: 0
- Tally of OpenROAD warnings: 63
- Flop and latch count out of synthesis: 32
- HPWL after DPL: 40,300 µm
- Reg2Reg Depth: 11
- Max-cap viol count: 0
- Max reg flops: 32
- Psw: 1.41 mW
- WHS Path Cells: 2
- Hold slack: 0.532 ns
- PwrDens: ~180 nW/µm²
- Cell count after synthesis: 1,941
- Vias per std cell: 7.94
- Largest net degree at the start of global routing: 63
- Area Overhead vs Synth: 12.7%
- Via Count: approximately 18,000
- Ys cells: 1,941
- Maximum vdd drop: 0.151 mV
- Sw frac: roughly three fifths
- Max Slew Vio Count: 0
- Post-Layout Cell Count: about 2,300
- Worst Setup End Kind: primary output
- Critical Path AT: 6.15 ns
- Final Setup Violations: 0
- Post-synth top area cell: nor2_1
- Post-synthesis sequential area ratio: 6.73%
- Hold Path Sink: pc[31]$_DFFE_PP0N_
- Die area: 24,400 µm²
- Die Height: 156 µm
- Setup slack after layout: between 0.9 and 1 ns
- FP Rows: 56
- Clock power share: a little under 20%
- CTS tree: done
- Port bufs: 98
- Most frequent cells after synthesis: 220 x nor2_1, 190 x nand2_1, 160 x o21ai_0
- Final instance area: 13,400 µm²
- Post-place setup slack: roughly 1.8 ns
- Async S/R FF share, synth: roughly 100%
- Seq pwr share: around 9%
- Critical Path Start Type: flop
- Capture point of the worst reg-to-reg path: pc[30]$_DFFE_PP0N_
- Ports: 100
- Ant diodes: 0
- Cell Area, Placed: 13,000 µm²
- Gp weighted congestion: between 1 and 1.5
- Worst Max-Slew Pin Slew: approximately 1.2 ns
- Gate power share: ~72%
- Largest Register: pc
- Global-route wire length before repair: about 95,000 µm
- Vias in the first global route: 16,515
- Worst r2r src: pc[2]$_DFFE_PP0N_
- Maximum fanout along the worst path: approximately 40
- DRC: 0
- Post-synth area hogs: nor2_1 6.9%, dfrtp_1 6.7%, o21ai_0 6.7%
- Clock skew: 0.00648 ns
- Antenna-violating nets left: 0
- Worst slew margin: 18.3%
- Power Total: 2.38 mW
- Post-CTS Setup Repair Bufs: 0
- Total global-route track usage: 50.8%
- Setup Total Neg Slack: 0 ns
- Final Hold Viols: 0
- CP required: 7.12 ns
- Drt total wl: 61,400 µm
- Cell with the most instances after synthesis: nor2_1
- Synth Cell Area: 11,900 µm²
- Outcome: complete, no violations
- Placed insts: 2,229
- Share of post-route cells with drive strength above 1: 7.66%
- Avg WL per Cell: 27.0 µm
- Int Power: 0.968 mW
- DRT iter0 DRCs: ~3,900
- Hold Path Origin: pc[31]$_DFFE_PP0N_
- Clock transition at path regs: approximately 0.06 ns
- Max-area cell share: 6.95%
- WS Path Type: flop to primary output
- Ys Warns: 6,211
-- logic make-up (layout without fill, tap and decap cells) --
group / count (synthesis) / count (layout) / synth area share, %
AND-OR/OR-AND: 709 / 709 / 40.4
XOR/XNOR: 69 / 69 / 5.58
adder cells (fa/ha/maj): 7 / 7 / 0.737
flip-flops: 32 / 32 / 6.73
multiplexers: 26 / 26 / 2.22
AND/OR/NAND/NOR: 875 / 875 / 36.1
buffers and inverters: 223 / 239 / 8.23
-- how the worst max path moves through the flow --
stage / start / end / slack (ns) / depth (start not counted)
CTS: pc[1]$_DFFE_PP0P_ / instruction[25] / 1.47 / 12
global route: pc[1]$_DFFE_PP0P_ / instruction[17] / 0.87 / 13
finish: pc[1]$_DFFE_PP0P_ / instruction[17] / 0.97 / 13
-- cells in the final DEF (no fill, tap or decap), types with 10 or more instances in the layout --
cell             instances
or3_1                   16
a211oi_1                25
o22ai_1                 36
a21oi_1                147
a41oi_1                 12
a221oi_1                13
a32oi_1                 21
o31ai_1                 14
o21ai_0                160
xor2_1                  13
and2_1                  10
o41ai_1                 10
nor4_1                  43
nand3b_1                10
clkdlybuf4s50_1         96
inv_1                   47
nand4_1                 50
a2111oi_0               19
nand2_1                190
a32o_1                  10
a31oi_1                 43
dfrtp_1                 25
nor3_1                 117
xnor2_1                 47
nor2_1                 219
o211ai_1                28
clkbuf_16               10
and3_1                  25
a22oi_1                 21
a311oi_1                11
mux2i_1                 23
buf_4                   75
nand3_1                118
-- critical path, cell delays in order, from the launching register on --
cell and delay [ns]:
dfrtp_2 0.83, clkinv_1 0.73, ha_1 0.54, buf_4 0.32, clkinv_1 0.41, nor2_1 0.41
o21ai_0 0.13, a31oi_1 0.22, a311oi_1 0.09, a31o_2 0.25, o41ai_1 0.94, nand4_1 0.25
o21ai_0 0.23, clkdlybuf4s50_1 0.48
-- power groups by stage --
stage	clock [mW]	sequential, mW	combinational [mW]
CTS	0.477	0.211	1.57
finish	0.466	0.214	1.70
global route	0.503	0.217	1.75
-- layer usage --
layer	global-route usage, %	wire [µm]	vias up
li1	-	-	7557
met1	64.2	21100	7742
met2	66.8	23400	2119
met3	28.4	11400	657
met4	30.3	5450	2
met5	0	13	-
-- area by class of cell --
| class | count | area, µm² |
|---|---|---|
| clock buffers | 10 | 250 |
| clock inverters | 38 | 193 |
| fillers | 2244 | 10000 |
| inverters | 18 | 67.6 |
| multi-input cells | 1686 | 10100 |
| flip-flops and latches | 32 | 810 |
| well taps | 319 | 399 |
| repair buffers | 173 | 1530 |
Power figures rest on the tool's default switching activity, not on a simulated workload.
