===== /design/flow/design.v =====
module Register_file(
	input clk,rst,wr_en,
	input[31:0] valueToWrite,
	input[4:0] readSrc1,readSrc2,writeDest,
	output[31:0] readVal1,readVal2
	);
	reg [31:0] rf[31:0];
	integer i;
	always@(posedge rst,negedge clk) begin
		if (rst) begin
			for(i = 0; i < 32; i = i + 1) begin
				rf[i] = i;
			end
		end
		else begin
			if(wr_en && writeDest != 0) rf[writeDest]<=valueToWrite;
		end
	end
	assign readVal1=rf[readSrc1];
	assign readVal2=rf[readSrc2];
endmodule

===== /design/flow/config.mk =====
export PLATFORM = sky130hd
export DESIGN_NAME = Register_file
export DESIGN_NICKNAME = Register_file
export VERILOG_FILES = /design/flow/design.v
export SDC_FILE = /design/flow/constraint.sdc
export NUM_CORES = 4
export LEC_CHECK = 1
export CORE_UTILIZATION = 50

===== /design/flow/run.sh =====
#!/bin/bash
# OpenROAD 26Q1-2900-gdf79404cd8, Yosys 0.63+post, stock flow scripts
make -C /OpenROAD-flow-scripts/flow DESIGN_CONFIG=/design/flow/config.mk WORK_HOME=/design/flow/orfs finish

===== /design/flow/constraint.sdc =====
current_design Register_file

set clk_period 17.5
set clk_io_pct 0.2

create_clock -name clk0 -period $clk_period [get_ports {clk}]

set non_clock_inputs [all_inputs -no_clocks]
set_input_delay [expr $clk_period * $clk_io_pct] -clock clk0 $non_clock_inputs
set_output_delay [expr $clk_period * $clk_io_pct] -clock clk0 [all_outputs]

==> results.json <==
{
  "crit_type": "flop to output pin",
  "fp_util": 0.5054,
  "area_growth_pct": 14.17,
  "finalHoldViolations": 0,
  "grt_pass1_vias": 44550,
  "grt_usage": 0.5573,
  "cp_data_arrival_time_ps": 11910,
  "path_max_fanout": 3,
  "grt_pass1_wl_um": 372100,
  "finalPower_mw": 6.848,
  "gp_routability_congestion": 1.078,
  "outcome": "completed",
  "area_leaders": "dfrtn_1 46%, mux2_2 22%, a22oi_1 10%",
  "end_kind": "output pin",
  "syn_avg_cell_area_um2": 11.81,
  "wl_per_cell_um": 46.14,
  "dieArea_mm2": 0.1043,
  "drtPass1Iterations": 9,
  "drive_gt1_frac": 0.3579,
  "leakage_nw": 25.46,
  "numPortBuffers": 113,
  "cts_buffers": 111,
  "regMostFlops": "rf",
  "antenna_found_initial": 21,
  "critPathLaunchType": "flop",
  "adder_share": 0,
  "synth-simple-area-share": 0.07134,
  "top_cell_area_share": 0.4588,
  "yosysUniqueCellTypes": 69,
  "slew_violations": 0,
  "largest_area_cell": "dfrtn_1",
  "cts_tree": "yes",
  "p_int_mw": 4.843,
  "ir_worst_vdd_uv": 90.11,
  "netlist_area_mm2": 0.05149,
  "cts_setup_buffers": 0,
  "seq_power_share": 0.486,
  "drc": 0,
  "via_per_inst": 7.771,
  "rsz0062_at_grt": "no",
  "reg_top3": "rf: 1024 flops",
  "final_util": 0.5770,
  "cts_resized": 0,
  "crit_required_ps": 14000,
  "mux_share": 0.2297,
  "hold-worst-slack_ps": 353.4,
  "xor_share": 0,
  "synth_flops": 1024,
  "logic_family": "multiplexers",
  "largest_register_ff_count": 1024,
  "wl_um": 273700,
  "grt_overflow": 0,
  "die-height_um": 322.9,
  "p_clk_frac": 0.368,
  "num_vias": 46100,
  "max_slew_margin": 0.1547,
  "flop_cell": "dfrtn_1",
  "rows": 117,
  "postSynthSeqShare": 0.4996,
  "final-setup-viol-count": 0,
  "root_buffer": "clkbuf_16",
  "synthAoiAreaFrac": 0.1587,
  "clock_skew_ps": 0,
  "synthCells": 4359,
  "yosys_area_mm2": 0.05149,
  "power.switching_mw": 2.005,
  "core_mm2": 0.1019,
  "clock-sinks": 1024,
  "clk_latency_ps": 680,
  "power.density_mw_per_mm2": 116.5,
  "holdPathStages": 0,
  "route.antenna.remaining_nets": 0,
  "comb_power_share": 0.146,
  "ys_cells": 4359,
  "ys_warn_count": 2,
  "htreeDepth": 3,
  "worst_slack_ps": 2093,
  "synth-edff-count": 0,
  "grt_max_degree": 116,
  "p_sw_frac": 0.2928,
  "synthArstFlopShare": 1.000,
  "tool_warnings": 121,
  "path_clk_slew_ps": 50,
  "hold_class": "flop to flop",
  "cts_hold_buf": 0,
  "tightest_slew_ps": 1265,
  "clockBufferDepth": 3,
  "die_x_um": 322.9,
  "reg2reg_depth": 1,
  "pin_count": 114,
  "place_ws_ps": 2035,
  "cap_violations": 0,
  "dpl.hpwl_um": 165100,
  "drt_iter0_markers": 6281
}
[critical path, stage by stage, from the launching register on]
cell	delay, ps
dfrtn_1	490
o21ai_0	240
buf_4	210
a211o_1	150
nand3_1	70
or4_1	510
o32a_1	330
clkdlybuf4s50_1	470
[stage by stage]
stage / std cells / setup TNS, ps / instance area (um2)
2_1_floorplan: 4359 / -8323120 / 51500
3_3_place_gp: 5614 / 0 / 54670
3_5_place_dp: 5614 / 0 / 54670
4_1_cts: 5897 / 0 / 58700
5_1_grt: 5901 / 0 / 58710
6_report: 5933 / 0 / 58790
[layer usage]
metal  track usage  up-vias  routed length [um]
met5       0.02639        -                 291
met1        0.6823    23030               92230
met4        0.3728       23               24930
met3        0.4144     1538               52310
li1              -    16940                   -
met2        0.6840     4572              104000
[synth_stat cells (6+ instances only)]
library cell / n
mux2_2: 1011
dfrtn_1: 944
a22oi_1: 695
nand2_1: 214
clkbuf_1: 208
buf_2: 164
nor2_1: 154
nand4_1: 98
dfstp_2: 80
a21oi_1: 71
a22o_1: 61
nand3_1: 60
nor3_1: 58
a221oi_1: 55
buf_1: 50
mux2i_1: 42
a31oi_1: 27
buf_4: 27
o21ai_0: 27
a222oi_1: 24
nor4_1: 21
o32a_1: 21
nor2b_1: 18
nand2b_1: 17
and3_1: 16
nor2_2: 15
a32oi_1: 14
and4_1: 14
a2111oi_0: 10
a211oi_1: 10
a32o_1: 10
and2_1: 9
inv_1: 8
o22a_1: 7
buf_6: 6
nand3b_1: 6
o2111ai_1: 6
o22ai_1: 6
o2bb2ai_1: 6
or3b_1: 6
[final cells by class]
type,instances,area [um2]
Antenna cell,36,90.09
Clock buffer,150,3142
Clock inverter,134,889.6
Fill cell,8457,43100
Inverter,8,33.78
Multi-Input combinational cell,2871,24270
Sequential cell,1024,25720
Tap cell,1368,1712
Timing Repair Buffer,342,2928
[cells by family (layout without fill, tap and decap cells)]
| kind of cell | Yosys count | count (layout) |
|---|---|---|
| buf+inv | 464 | 634 |
| simple gates | 740 | 740 |
| other cells | 0 | 36 |
| compound gates | 1077 | 1077 |
| flops | 1024 | 1024 |
| mux | 1054 | 1054 |
[cells in the final DEF (no fill, tap or decap), types with 21 or more instances in the layout]
master           instances
clkdlybuf4s50_1        103
nor3_1                  57
mux2i_1                 42
a21oi_1                 71
nand3_1                 57
nor2_4                  71
nor2_1                  99
nand2_1                201
a22oi_1                695
buf_4                  220
inv_1                   86
mux2_2                1011
a22o_1                  61
clkbuf_16              114
o21ai_0                 27
nand4_1                 98
a222oi_1                24
diode_2                 36
dfrtn_1                944
dfstp_2                 80
a221oi_1                55
o32a_1                  21
a31oi_1                 27
[power groups by stage]
stage     clock, mW  sequential, mW  combinational [mW]
6_report       2.52            3.33                1.00
5_1_grt        2.63            3.37                1.05
4_1_cts        2.53            3.30               0.971
[path summary, 6_finish.rpt]
path | from | to | slack [ps]
max in group asynchronous | rst | rf[7][8] | 3760
min in group asynchronous | rst | rf[9][25] | 11840
hold reg to reg | rf[0][3] | rf[0][3] | 350
setup reg to reg | rf[4][20] | rf[4][20] | 16530
setup / recovery | rf[4][20] | readVal1[20] | 2090
hold / removal | rf[0][3] | rf[0][3] | 350
